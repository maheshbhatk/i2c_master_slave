==> flow/design.v <==
`timescale 1ns / 1ps
module i2c_master(
    input clk,
    input rst,
    input enable,
    input read_write,    
    input [7:0]data_write,       
    output reg scl,
    inout sda,
    output reg [7:0]data         
    );
reg [7:0]data_in;
reg direction=1;  
reg SDA;
assign sda=direction?SDA:1'bZ;   
reg [3:0] state; 
reg [7:0] address;          
reg [7:0] count;
reg ack;
reg ack1;
reg received_bit;
parameter STATE_IDLE=0,
          STATE_START=1,
          STATE_ADD_RW=2,
          STATE_ACK=3,
          STATE_DATA_READ=4,
          STATE_DATA_WRITE=5,
          STATE_RACK=6,
          STATE_WACK=7,
          STATE_STOP=8;    
always@(negedge clk)
begin
    if(rst==1)  scl<=1;
    else begin
             if((state==STATE_IDLE)||(state==STATE_START))  
                     scl<=1;
            else    scl<=~scl;
         end 
end 
always@(posedge clk)
begin
    if(rst==1) begin
        state<=STATE_IDLE;
        direction<=1;
        SDA<=1;
        address<=8'b1010111X;  
        count<=8'd0;      
       end
    else begin
        case(state)
       STATE_IDLE:  begin                      
                        direction<=1;
                        SDA<=1;
                        if(enable)
                            state<=STATE_START;
                            address[0]=read_write;
                     end  
       STATE_START: begin                        
                        SDA<=0;
                        count<=8;
                        state<=STATE_ADD_RW;
                    end
       STATE_ADD_RW: begin                        
                        if(scl==0) begin
                            SDA<=address[count-1];
                            if(count==0)  begin  state<=STATE_ACK; direction<=0;   end
                            else count<=count-1;
                            end
                        else state<=STATE_ADD_RW;
                     end
       STATE_ACK:    begin                        
                        ack=sda;                  
                        if(ack==0) 
                                if(address[0]) begin  state<=STATE_DATA_WRITE; count<=8; direction<=1;SDA<=0;  end
                                else begin state<=STATE_DATA_READ; count<=8; direction<=0; end
                        else    begin  state<=STATE_IDLE;   end
                     end
       STATE_DATA_READ: begin                         
                         if(scl==0) begin            
                          received_bit<=sda;
                          data_in[0]=received_bit;
                          data_in<=data_in<<1'b1;
                          count<=count-1'b1;
                          if(count==0) begin     state<=STATE_RACK;
                                                 direction<=1; SDA<=0;       
                                                 data<=data_in;               
                                       end
                          else    begin    
                                            state<=STATE_DATA_READ;   end
                         end
                         else state<=STATE_DATA_READ;
                    end
       STATE_DATA_WRITE: begin
                             if(scl==0) begin
                                SDA<=data_write[count-1];
                                count<=count-1'b1;
                                if(count==0) begin state<=STATE_WACK;direction<=0;
                                                    end
                                else state<=STATE_DATA_WRITE;  end
                             else state<=STATE_DATA_WRITE;
                    end
       STATE_RACK:begin
                    if(scl==0) begin
                        SDA<=0;              
                        state<=STATE_STOP;
                    end
                    else state<=STATE_RACK;
                  end                 
       STATE_WACK:begin
                    if(scl==0) begin
                        ack1=sda;
                        if(ack1==0) begin state<=STATE_STOP; direction<=1;  end
                        else state<=STATE_IDLE;   end
                    else state<=STATE_WACK;                   
                  end
       STATE_STOP:begin
                        SDA<=1;
                        state<=STATE_IDLE;
                  end  
       default: begin state<=STATE_IDLE; end               
 endcase
 end
 end      
endmodule
==> flow/run.sh <==
#!/bin/bash
# OpenROAD 26Q1-2900-gdf79404cd8, Yosys 0.63+post, stock flow scripts
make -C /OpenROAD-flow-scripts/flow DESIGN_CONFIG=/design/flow/config.mk WORK_HOME=/design/flow/orfs finish
==> flow/config.mk <==
export PLATFORM = sky130hd
export DESIGN_NAME = i2c_master
export DESIGN_NICKNAME = i2c_master
export VERILOG_FILES = /design/flow/design.v
export SDC_FILE = /design/flow/constraint.sdc
export NUM_CORES = 4
export LEC_CHECK = 1
export CORE_AREA = 10 10 114 114
export DIE_AREA = 0 0 124 124
==> flow/constraint.sdc <==
current_design i2c_master

set clk_period 3.7
set clk_io_pct 0.2

create_clock -name clk0 -period $clk_period [get_ports {clk}]

set non_clock_inputs [all_inputs -no_clocks]
set_input_delay [expr $clk_period * $clk_io_pct] -clock clk0 $non_clock_inputs
set_output_delay [expr $clk_period * $clk_io_pct] -clock clk0 [all_outputs]
==> results.toml <==
# flow metrics
[synthesis]
yosysSeqAreaShare = 0.551
ff_type = "dfxtp_1"
xor_area_frac = 0.00542
syn_inst = 149
ys_sh_simple = 0.188
synth.avg_cell_area_sq_um = 10.8
ys_sh_mux = 0.0310
synth-edff-count = 17
ys_warn_count = 2
synthArstFlopShare = 0
ys_sh_adder = 0.0155
yosysChipArea_sq_mm = 0.00162
ys_types = 43
synth_flops = 36
netlist_area_sq_mm = 0.00162
aoi_share = 0.164
logic_family = "simple AND/OR/NAND/NOR gates"
yosys-stat-cells = 149

[outcome]
outcome = "aborted with a tool error"
lastStage = "4_1_cts"
error_line = "[error] [KeplerFormal.cpp:679] Workflow failed: Iso has multiple drivers: .sda0, sda$_SDFFE_PP1P_.Q0"

[floorplanning]
fp_util = 0.155
top_level_ports = 22
fp.dieH_microns = 124
num_rows = 37
die_x_microns = 124

[placed_design]
place_hpwl_microns = 2480
placed_area_sq_mm = 0.00197
portBuffers = 20
place_congestion = 0.825

[clock_network]
ctsHoldBuffers = 0
clock_sinks = 36
ctsResizeCount = 2
cts-root-buf = "clkbuf_8"
clock_path_buffers = 2
cts_made_buffers = 5
htreeDepth = 2
postCtsSetupBuffers = 0
through the flow:
step	setup slack [ps]	instances	utilization
after floorplan	273	149	-
after global placement	-146	301	0.190
after detailed placement	-184	301	0.190
Yosys cell counts (all sizes together), types with 3 or more instances:
| cell type | n | area [sq um] |
|---|---|---|
| edfxtp | 17 | 510 |
| or2 | 3 | 18.8 |
| o21ai | 4 | 20.0 |
| nor3 | 6 | 30.0 |
| clkbuf | 5 | 18.8 |
| nand2b | 4 | 25.0 |
| nor2 | 12 | 45.0 |
| nor4b | 3 | 32.5 |
| mux2i | 5 | 50.1 |
| inv | 6 | 22.5 |
| a31oi | 4 | 25.0 |
| or3 | 4 | 30.0 |
| buf | 4 | 31.3 |
| a311oi | 5 | 43.8 |
| a21oi | 12 | 60.1 |
| nand2 | 9 | 36.3 |
| dfxtp | 19 | 380 |
logic make-up after synthesis:
| family | Yosys count |
|---|---|
| simple gates | 53 |
| compound gates | 37 |
| flops | 36 |
| buf+inv | 15 |
| mux | 5 |
| fa+ha+maj | 2 |
| xor+xnor | 1 |
