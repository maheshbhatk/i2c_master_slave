File: ./run.sh
#!/bin/bash
# OpenROAD 26Q1-2900-gdf79404cd8, Yosys 0.63+post, stock flow scripts
make -C /OpenROAD-flow-scripts/flow DESIGN_CONFIG=/design/flow/config.mk WORK_HOME=/design/flow/orfs finish
File: ./config.mk
export PLATFORM = sky130hd
export DESIGN_NAME = i2c_slave
export DESIGN_NICKNAME = i2c_slave
export VERILOG_FILES = /design/flow/design.v
export SDC_FILE = /design/flow/constraint.sdc
export NUM_CORES = 4
export LEC_CHECK = 1
export CORE_UTILIZATION = 40
File: ./constraint.sdc
current_design i2c_slave

set clk_period 3.7
set clk_io_pct 0.2

create_clock -name clk0 -period $clk_period [get_ports {clk}]

set non_clock_inputs [all_inputs -no_clocks]
set_input_delay [expr $clk_period * $clk_io_pct] -clock clk0 $non_clock_inputs
set_output_delay [expr $clk_period * $clk_io_pct] -clock clk0 [all_outputs]
File: ./design.v
`timescale 1ns / 1ps
module i2c_slave(
    input clk,
    input rst,
    input enable,
    inout sda,
    input scl,
    output reg [7:0] data_received
    );
reg direction;
reg SDA;
assign sda=direction?SDA:1'bz;
reg [7:0]add_in;
reg [3:0] state; 
reg [7:0] address=8'b1010111X;          
reg [7:0] count;
reg ack;
reg received_bit;
reg [7:0] read_value=8'b11110101;
parameter STATE_IDLE=0,
          STATE_START=1,
          STATE_ADD_RW=2,
          STATE_ACK=3,
          STATE_DATA_READ=4,
          STATE_DATA_WRITE=5,
          STATE_RACK=6,
          STATE_WACK=7,
          STATE_STOP=8;    
always@(negedge clk)
    if(rst==1) begin
        state<=STATE_IDLE;
        count<=8'd0; 
       end
    else 
        case(state)
       STATE_IDLE:  begin                      
                        direction<=0;
                        if(enable)
                            state<=STATE_START;
                    end         
       STATE_START: begin                        
                        if(sda==0) begin
                            count<=8;
                            state<=STATE_ADD_RW;  end  
                        else state<=STATE_START;
                    end
       STATE_ADD_RW: begin
                     if(scl==0) begin
                        add_in[count-1]<=sda;
                        count<=count-1'b1;
                        if(count==0) begin  state<=STATE_ACK; count<=0;SDA=0; direction<=1; end
                        else state<=STATE_ADD_RW;
                        end
                     else state<=STATE_ADD_RW;
                     end
       STATE_ACK: begin if(add_in[7:1]==address[7:1])
                          begin  SDA=0; direction<=1; 
                                if(add_in[0]==0)  begin state<=STATE_DATA_READ; direction<=1; count<=8'd7;SDA<=read_value[7]; end   
                                else begin state<=STATE_DATA_WRITE; direction<=0; count<=8'd8; end
                          end
                         else begin SDA<=1; state<=STATE_IDLE; end      
                  end 
       STATE_DATA_READ: begin       
                        if(scl==0) begin
                            SDA<=read_value[count-1];
                            count<=count-1'b1;
                            if(count==0) begin state<=STATE_RACK; direction<=0; end
                            else state<=STATE_DATA_READ;
                            end
                        else state<=STATE_DATA_READ;
                        end
       STATE_DATA_WRITE: begin
                        if(scl==0) begin
                        data_received[count-1]<=sda;
                        count<=count-1'b1;
                        if(count==0) begin state<=STATE_WACK;direction<=1;SDA=0; end
                        else state<=STATE_DATA_WRITE;
                        end
                        else state<=STATE_DATA_WRITE;
                        end
       STATE_RACK: begin
                    if(scl==0) begin
                    ack=sda;
                    if(ack==0)  begin state<=STATE_STOP; end
                    else state<=STATE_IDLE;
                    end
                    else state<=STATE_RACK;
                    end
       STATE_WACK: begin
                    SDA<=0;
                    direction<=1;
                    state<=STATE_STOP;
                   end
       STATE_STOP: begin
                        ack=sda;
                        state<=STATE_IDLE;
                   end       
       default: begin state<=STATE_IDLE; end
endcase
endmodule
==> run summary <==
Status - aborted with a tool error
Exit stage - clock tree synthesis (4_1_cts)
Tool error - [error] [KeplerFormal.cpp:679] Workflow failed: Iso has multiple drivers: .sda0, sda$_DFFE_NP_.Q0
Cell Area, Synth - 2330 um^2
Placed Area - 3010 um^2
Post-synth cell types - 58
Predominant post-synthesis flop cell - edfxtp_1
Syn avg cell area - 9.58 um^2
Dpl hpwl - 4200 um
Flops after synth - 34
I/O Pins - 13
Gate Count Post-Synth - 243
Top area cell types - edfxtp_1 22%, dfxtp_1 15%, ha_1 6.5%
Buffers on Ports - 11
GP Congestion - 0.814
Initial Utilization - 42.0%
Place WS - -0.416 ns
Synth top area share - 21.9%
Yosys cell count - 243
Clock Path Buffers - 2
Die height - 78.3 um
Number of enable flip-flop cells - 17
Most frequent cell after synthesis - nor2_1
Synth area leader - edfxtp_1
Synth Seq Share - 36.6%
Standard-cell rows - 27
Clock Sinks - 34
Htree depth - 2
Die X - 78.3 um
Synth warnings - 2
Post-synth top cells - 21 x nor2_1, 17 x dfxtp_1, 17 x edfxtp_1, 13 x a21oi_1
CTS Root Cell - clkbuf_8
Hold buffers post-CTS - 0
Inserted Clock Buffers - 5
Chip Area, Yosys - 2330 um^2
Cts repair resizes - 37
Post-synth ARST share - 0%
Post-CTS setup buffer count - 8
## through the flow
stage / TNS (ns) / power, mW / hold WS [ns] / util (%) / std cells
3_5_place_dp: -7.92 / 0.619 / 0.440 / 54.3 / 366
3_3_place_gp: -8.08 / 0.611 / 0.452 / 54.3 / 366
2_1_floorplan: -3.30 / 0.561 / 0.418 / - / 243
## kinds of logic after synthesis
family / count (synthesis) / share of synthesized area [%]
muxes: 16 / 8.39
and+or+nand+nor: 97 / 25.3
DFF: 34 / 36.6
xor gates and xnor gates: 4 / 1.83
adders and majority gates: 12 / 6.45
AOI/OAI and AO/OA: 57 / 17.1
buffers and inverters: 23 / 4.35
Power and IR drop assume default switching activity.
